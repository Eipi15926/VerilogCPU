==> /design/flow/design.v <==
module CU(clock, regwr,memrd,memwr,regdst,memtoreg,irwr,iord,pcwr,pcwrcond,alusrca,pcsrc,aluop,alusrcb,opcode);
    input clock;
    input[5:0]opcode;
    output reg regwr,memrd,memwr,regdst,memtoreg,irwr,iord,pcwr,pcwrcond,alusrca;
    output reg[1:0]pcsrc,aluop,alusrcb;
    reg[31:0]stage,stage1,stage2;
    initial begin 
        stage=0;
    end
    always @(posedge clock)begin
        {regwr,memrd,memwr,regdst,memtoreg,irwr,iord,pcwr,pcwrcond,alusrca,pcsrc,aluop,alusrcb}=16'bzzzz_zzzz_zzzz_zzzz;
        case(stage)
            4'b0000: begin
                memrd=1;alusrca=0;iord=0;irwr=1;alusrcb=2'b01;aluop=2'b00;pcwr=1;pcsrc=2'b00;
                stage<=4'd1;
            end
            4'b0001: begin
                alusrca=0;alusrcb=2'b11;aluop=2'b00;
                # 0.5 
                case(opcode)
                    6'b0: begin 
                        stage1=4'd6;stage2=4'd7;
                    end
                    6'h23: begin 
                        stage1=4'd2;stage2=4'd3;
                    end
                    6'h2B: begin 
                        stage1=4'd2;stage2=4'd5;
                    end
                    6'h4: begin 
                        stage1=4'd8;stage2=4'd0;
                    end
                    6'h2: begin 
                        stage1=4'd9;stage2=4'd0;
                    end
                endcase
                stage<=stage1;
            end
            4'd2: begin
                alusrca=1;alusrcb=2'b10;aluop=2'b00;
                stage<=stage2;
            end
            4'd3: begin
                memrd=1;iord=1;
                stage<=4'd4;
            end
            4'b0100:begin
                regdst=0;regwr=1;memtoreg=1;
                stage<=0;
            end
            4'd5: begin
                memwr=1;iord=1;
                stage<=0;
            end            
            4'd6: begin
                alusrca=1;alusrcb=2'b00;aluop=2'b10;
                stage<=4'd7;
            end
            4'd7: begin
                regdst=1;regwr=1;memtoreg=0;
                stage<=0;
            end
            4'd8: begin
                alusrca=1;alusrcb=2'b00;aluop=01;pcwrcond=1;pcsrc=01;
                stage<=0;
            end
            4'd9: begin
                pcwr=1;pcsrc=2'b10;
                stage<=0;
            end
        endcase
    end
endmodule
==> /design/flow/run.sh <==
#!/bin/bash
# OpenROAD 26Q1-2900-gdf79404cd8, Yosys 0.63+post, stock flow scripts
make -C /OpenROAD-flow-scripts/flow DESIGN_CONFIG=/design/flow/config.mk WORK_HOME=/design/flow/orfs finish
==> /design/flow/config.mk <==
export PLATFORM = sky130hd
export DESIGN_NAME = CU
export DESIGN_NICKNAME = CU
export VERILOG_FILES = /design/flow/design.v
export SDC_FILE = /design/flow/constraint.sdc
export NUM_CORES = 4
export LEC_CHECK = 1
export CORE_AREA = 10 10 111 111
export DIE_AREA = 0 0 121 121
==> /design/flow/constraint.sdc <==
current_design CU

set clk_period 3.6
set clk_io_pct 0.2

create_clock -name clk0 -period $clk_period [get_ports {clock}]

set non_clock_inputs [all_inputs -no_clocks]
set_input_delay [expr $clk_period * $clk_io_pct] -clock clk0 $non_clock_inputs
set_output_delay [expr $clk_period * $clk_io_pct] -clock clk0 [all_outputs]
==> impl_metrics.py <==
# Physical implementation metrics
metrics = {
    "critical_path": {
        "worstPathArrival_ps": 2450,
        "path_class": "in2reg",
        "cp-start-kind": "primary input",
        "r2r_slack_ps": 1290,
        "crit_path_end_kind": "register",
        "r2r_end": "stage2[1]",
        "worst-path-max-fanout": 8,
        "required_ps": 3620,
        "worst-r2r-cell-count": 2,
        "rr_startpoint": "stage[1]",
    },
    "global_route": {
        "grt_max_degree": 17,
        "grt_overflow_total": 0,
        "grt_first_pass_wirelength_um": 4260,
        "grt_pass1_vias": 842,
        "antenna_found_initial": 0,
        "globalRouteTotalUtil": 0.0355,
    },
    "hold_path": {
        "whs_path_depth": 2,
        "min_to": "stage1[1]",
        "hold_path.class": "reg2reg",
        "min_from": "stage1[1]",
    },
    "floorplan": {
        "rows": 36,
        "core_area_um2": 9860,
        "ioPinCount": 23,
        "die_h_um": 121,
        "initCoreUtil": 0.119,
        "die_width_um": 121,
        "die_area_um2": 14600,
    },
    "logic_synthesis": {
        "yosys_warnings": 2,
        "synth_area_um2": 1170,
        "ys_area_um2": 1170,
        "syn_avg_cell_area_um2": 10.3,
        "synth_cell_type_count": 35,
        "synthCells": 114,
        "numSynthFlops": 29,
        "ys_cells": 114,
        "ys_seq_share": 0.554,
    },
    "timing": {
        "slew_viol_final": 0,
        "clock.fmax_mhz": 411,
        "fin_crit_ps": 2430,
        "setup_tns_ps": 0,
        "finalSetupViolCount": 0,
        "setup_ws_ps": 1170,
        "hold_slack_ps": 454,
        "timing.slew.headroom": 0.560,
        "finalCritPeriodShare": 0.675,
        "tightest_slew_ps": 652,
        "fin_skew_ps": 9.53,
        "hold_violations": 0,
        "grt_setup_unrepaired": "no",
    },
    "route": {
        "dr.pass1.iters": 4,
        "num_antenna_cells": 0,
        "drc": 0,
        "routed_wl_um": 2510,
        "viasPerCell": 3.17,
        "wl_per_cell_um": 9.33,
        "vias": 854,
        "ant_nets": 0,
        "drt_iter0_drc": 87,
    },
    "clock_network": {
        "h-tree-depth": 2,
        "cts_hold_buf": 0,
        "cts_buffers": 5,
        "clk_path_buf_depth": 2,
        "cts_root_buf": "clkbuf_8",
        "clk_pin_slew_ps": 60,
        "clk_latency_ps": 270,
        "cts-resized-gates": 0,
        "post_cts_buffers": 0,
        "cts_sinks": 29,
        "tritoncts": "built",
    },
    "run_status": {
        "outcome": "complete, no violations",
    },
    "flow_run": {
        "max_cap_viol_count": 0,
        "tool_warnings": 25,
    },
    "place": {
        "dp_hpwl_um": 1840,
        "gp_congestion": 0.782,
        "detailedPlace.worstSlack_ps": 905,
        "io_buffers": 22,
    },
    "layout": {
        "drive_above_1_share": 0.0809,
        "fillers": 1073,
        "syn_to_final_growth_pct": 37.3,
    },
    "power": {
        "p_total_uw": 1170,
        "ir_worst_vdd_mv": 0.232,
        "leakagePower_uw": 0.000531,
        "powerDensity_nw_per_um2": 727,
    },
}
final cells by class:
type	count	area (um2)	area share
Sequential cell	29	651	0.404
Multi-Input combinational cell	73	469	0.291
Timing Repair Buffer	22	220	0.137
Tap cell	133	166	0.103
Clock buffer	7	86.3	0.0536
Inverter	5	18.8	0.0116
synth_stat cells, drive strengths merged:
master / number / area share
buf: 2 / 0.014
a2111o: 1 / 0.0096
clkbuf: 5 / 0.016
nor3b: 3 / 0.019
a311o: 1 / 0.0085
nor4b: 1 / 0.0075
nand3: 2 / 0.0085
edfxtp: 7 / 0.18
o21bai: 1 / 0.0064
or4: 2 / 0.016
xnor2: 3 / 0.022
a211oi: 2 / 0.021
or4b: 1 / 0.0085
nor3: 3 / 0.013
a21o: 1 / 0.0064
nor2: 13 / 0.042
xor2: 1 / 0.0075
dfxtp: 22 / 0.38
inv: 5 / 0.016
nor2b: 1 / 0.0053
nand4b: 2 / 0.015
a21boi: 1 / 0.0064
or2: 4 / 0.021
a21oi: 6 / 0.026
o32ai: 5 / 0.037
nand2: 3 / 0.0096
nor4: 2 / 0.011
o22ai: 3 / 0.016
o21ai: 4 / 0.017
nand2b: 5 / 0.027
o21a: 2 / 0.013
sequential cells by signal (all words and copies together) (netlist names), named ones only:
name	count
aluop	2
stage2	3
regwr	1
pcsrc	2
stage1	4
alusrca	1
irwr	1
stage	4
alusrcb	2
iord	1
pcwrcond	1
memtoreg	1
memrd	1
memwr	1
regdst	1
pcwr	1
how the worst max path moves through the flow:
stage                      from  endpoint  slack [ps]  cells after the start
after CTS             opcode[0]  stage[1]        1190                      4
after global routing  opcode[0]  stage[1]        1110                      4
final                 opcode[0]  stage[1]        1170                      4
worst max-delay path, cell delays in order:
cell and delay [ps]:
clkdlybuf4s50_1 530, or4_4 580, or2_1 290, a311o_1 330
cells in the final DEF, fill, tap and decap left out, types with 5 or more instances in the layout:
cell type and n:
nand2b_1 5, nor2_1 13, clkdlybuf4s50_1 22, inv_1 5, dfxtp_1 22, edfxtp_1 7, clkbuf_8 6, o32ai_1 5
a21oi_1 6
power breakdown:
| group | internal (uW) | switching [uW] | total [uW] |
|---|---|---|---|
| logic | 207 | 141 | 349 |
| clock network | 151 | 104 | 255 |
| registers | 460 | 107 | 568 |
| total | 819 | 353 | 1170 |
layer usage:
| metal | up-vias | GRT usage | wire length, um |
|---|---|---|---|
| met5 | - | 0 | 0 |
| met4 | 0 | 0.00452 | 15 |
| met3 | 2 | 0.0203 | 355 |
| met2 | 26 | 0.0497 | 1010 |
| met1 | 372 | 0.0477 | 1130 |
| li1 | 454 | - | - |
cell families (layout without fill, tap and decap cells):
| kind of cell | count (synthesis) | in the layout | synth area share |
|---|---|---|---|
| and+or+nand+nor | 42 | 42 | 0.203 |
| DFF | 29 | 29 | 0.554 |
| AOI/OAI and AO/OA | 27 | 27 | 0.167 |
| xor gates and xnor gates | 4 | 4 | 0.0299 |
| buffers and inverters | 12 | 34 | 0.0458 |
through the flow:
stage / cells / utilization / area (um2)
4_1_cts: 269 / 0.163 / 1610
5_1_grt: 269 / 0.163 / 1610
2_1_floorplan: 114 / - / 1170
3_5_place_dp: 262 / 0.155 / 1530
3_3_place_gp: 262 / 0.155 / 1530
6_report: 269 / 0.163 / 1610
Power is estimated from default activity; no workload was simulated.
