==> design.v <==
module DM(R,W,Addr,W_data,R_data,clk);
	input clk;
	input R,W;
	input[addr_width-1:0] Addr;
	input[data_width-1:0] W_data;
	output reg[data_width-1:0] R_data; 
	reg[data_width-1:0] mem[(1<<addr_width)-1:0];
	parameter addr_width=5;
	parameter data_width=32;
    reg[31:0]showreg;
	initial begin
		for (integer i=0;i<(1<<addr_width);i=i+1)
			mem[i]=0;
        mem[5'h01]=32'h9876;
        showreg = mem[5'h01];
	end
	always @(posedge clk) begin
		if (R) begin
			R_data=mem[Addr]; 
		end
		if (W) begin
			mem[Addr]<=W_data; 
		end
	end
endmodule
==> run.sh <==
#!/bin/bash
# OpenROAD 26Q1-2900-gdf79404cd8, Yosys 0.63+post, stock flow scripts
make -C /OpenROAD-flow-scripts/flow DESIGN_CONFIG=/design/flow/config.mk WORK_HOME=/design/flow/orfs finish
==> config.mk <==
export PLATFORM = sky130hd
export DESIGN_NAME = DM
export DESIGN_NICKNAME = DM
export VERILOG_FILES = /design/flow/design.v
export SDC_FILE = /design/flow/constraint.sdc
export NUM_CORES = 4
export LEC_CHECK = 1
export CORE_UTILIZATION = 50
==> constraint.sdc <==
current_design DM

set clk_period 5.8
set clk_io_pct 0.2

create_clock -name clk0 -period $clk_period [get_ports {clk}]

set non_clock_inputs [all_inputs -no_clocks]
set_input_delay [expr $clk_period * $clk_io_pct] -clock clk0 $non_clock_inputs
set_output_delay [expr $clk_period * $clk_io_pct] -clock clk0 [all_outputs]
==> Table 3: Implementation characteristics <==
Characteristics after synthesis and place and route

Parameter                              Value

Outcome
  Run status .................. finished, final reports clean

CTS
  Cells resized by post-CTS repair .................. 0
  Number of setup buffers added after CTS .................. 0
  Total clock sinks .................. between 1000 and 1500
  Maximum buffer depth of the clock tree .................. 3
  TritonCTS clock tree .................. built
  CTS clk-pin slew, worst paths .................. 60 ps
  Hold-fix buffers at CTS .................. 0
  Number of buffers added by the clock tree synthesis step .................. around 100
  Number of levels in the clock H-tree .................. 3
  Latency at later pin .................. roughly 680 ps
  Clock root buffer .................. sky130_fd_sc_hd__clkbuf_16

Global route
  Congestion Overflow GR .................. 0
  Total global routing track utilization .................. 32.0%
  First-pass GRT wire length .................. roughly 160000 um
  Met1 GRT Util .................. between 40% and 50%
  Antenna violations before repair .................. 2
  Pin count of the biggest net entering global routing .................. 40
  Number of global-route vias before repair .................. about 23000
  Met3 track demand over resource .................. 23.2%
  Global Route met2 Usage .................. a little under half
  Most congested layer reported by global routing .................. met2

Critical path
  Crit Path Class .................. input port to flop
  Library cell contributing the largest single delay on the critical path .................. sky130_fd_sc_hd__clkdlybuf4s50_1
  Required time of the worst setup path .................. 6210 ps
  Crit path launch type .................. input port
  Critical Path AT .................. 4600 ps
  Worst path cell trace .................. clkdlybuf4s50_1 -> or3b_1 -> nor2_2 -> buf_4 -> a22o_1 -> a211oi_1 -> nand4_1 -> o32a_1
  Maximum fanout along the worst path .................. 14
  Delay of the slowest cell on the worst path .................. between 800 and 900 ps
  Sort of element at the end of the critical path .................. flop

Routing
  Drt wl/cell .................. ~32 um
  Routed Wire Length .................. 110000 um
  Via count normalized by instance count .................. around 6.3
  Count of TritonRoute iterations in the first routing pass .................. 5
  Detailed-route DRC error count .................. 0
  Routed via count .................. between 20000 and 25000
  Detail Route Antenna Nets .................. 0
  First-iteration detailed-routing DRC count .................. 1715

Final layout
  Final Instance Count excl. Fillers .................. 3449
  Share of final-layout standard cells stronger than drive strength 1 .................. 14.8%
  Area growth from synthesis to layout .................. 16.3%
  Most frequently placed logic cells in the final layout .................. 1056 x sky130_fd_sc_hd__edfxtp_1, 215 x sky130_fd_sc_hd__a22oi_1, 121 x sky130_fd_sc_hd__buf_4, 107 x sky130_fd_sc_hd__clkbuf_16, 95 x sky130_fd_sc_hd__nor2_1
  Utilization after layout .................. between 50 and 60%
  Most frequent standard cell in the layout excluding fill and tap cells .................. sky130_fd_sc_hd__edfxtp_1

Place
  Tally of buffers added on design ports .................. between 70 and 80
  DP Wirelength .................. about 63000 um
  Final estimated routing congestion in global placement .................. between 0.9 and 1
  Cells after DPL .................. ~3300

Yosys
  Logic family by area .................. AND-OR/OR-AND gates
  Post-synthesis sequential element count .................. 1056
  Fraction of synthesized cell area in xor and xnor cells .................. 0%
  And-or/or-and share of the synthesized area .................. about a tenth
  Synth Cell Area .................. between 0.03 and 0.04 mm^2
  Synthesized-area fraction occupied by and/or/nand/nor cells .................. between 4 and 5%
  Distinct cell type count after synthesis .................. around 53
  Yosys cell count .................. 2151
  Sequential-to-total area share from yosys stat .................. between 80% and 90%
  Average footprint of a synthesized cell .................. approximately 18 um^2
  Number of cells produced by synthesis .................. about 2200
  Warnings, synthesis .................. 2
  EDFF count, synth .................. between 1000 and 1500
  Area fraction in full adders, half adders and majority gates .................. 0%
  Proportion of synthesized flip-flops having asynchronous set or reset .................. 0%
  Post-synthesis mux area share .................. under 10%
  Post-synth top flop .................. sky130_fd_sc_hd__edfxtp_1
  Summed standard-cell area reported by yosys .................. a little under 0.04 mm^2

Floorplan
  Number of cell rows .................. 101
  Initial core utilization .................. between 50% and 60%
  Core footprint .................. ~0.076 mm^2
  Top Ports .................. around 72
  Die area .................. about 0.079 mm^2
  Overall die height .................. ~280 um
  Width of the die .................. between 200 and 300 um

Timing
  Setup-failing EPs final .................. 0
  Actual slew at the worst max-slew pin .................. around 980 ps
  Clock period minus worst slack .................. 4190 ps
  Max Clock Freq .................. ~0.24 GHz
  Fin crit share .................. ~72%
  Final max-slew violation count .................. 0
  Number of hold violations in the final report .................. 0
  Worst-case headroom to the max-slew limit .................. between 30 and 40%
  Clock tree skew after final layout .................. 23.1 ps
  Unrepaired setup endpoints after global routing .................. no
  Setup TNS after final layout .................. 0 ps

Flow run
  Max-capacitance violation count .................. 0
  Number of warnings in the stage logs .................. 26

Power
  Areal power density over the cells .................. roughly 350 mW/mm^2
  Static power due to leakage .................. between 10 and 15 nW
  Worst supply voltage drop on vdd .................. 320 uV
  Total design power .................. between 15 and 20 mW

Worst hold path
  Hold crit path type .................. flop to flop
==> sequential cells by signal (all words and copies together) (netlist names) <==
signal  cells
R_data     32
mem      1024
==> synthesized netlist by cell type, drive strengths merged, types with 26 or more instances <==
master / count / area share [%]
a21oi: 68 / 0.87
a221oi: 26 / 0.58
a22o: 63 / 1.4
a22oi: 215 / 4.1
buf: 72 / 0.96
clkbuf: 55 / 0.53
edfxtp: 1056 / 81
mux2i: 88 / 2.3
nand2: 55 / 0.53
nand4: 57 / 0.92
nor2: 138 / 1.4
nor3: 41 / 0.54
o22ai: 31 / 0.50
o32a: 28 / 0.72
==> final cells by class <==
| cell class | instances | area (um^2) |
|---|---|---|
| Antenna cell | 1 | 2.50 |
| Clock buffer | 120 | 2730 |
| Timing Repair Buffer | 201 | 1810 |
| Fill cell | 5446 | 31100 |
| Inverter | 2 | 7.51 |
| Clock inverter | 73 | 791 |
| Multi-Input combinational cell | 966 | 6970 |
| Tap cell | 1030 | 1290 |
| Sequential cell | 1056 | 31700 |
==> routing by layer <==
layer,vias to the layer above,part of all wire [%]
met4,15,3.9
met1,10800,32
li1,9294,-
met3,267,17
met2,1548,47
met5,-,0.32
==> stage by stage <==
stage                     worst slack (ps)  hold WS, ps  area [um^2]
after CTS                             1700          540        45300
after global placement                1040          520        41800
after floorplan                        103          516        38900
final                                 1610          539        45300
after global routing                  1470          548        45300
after detailed placement              1020          526        41800
==> kinds of logic after synthesis <==
| family | Yosys count |
|---|---|
| buffers and inverters | 129 |
| DFF | 1056 |
| muxes | 96 |
| AOI/OAI and AO/OA | 523 |
| and+or+nand+nor | 347 |
==> power by group <==
part | switching, mW | leakage, nW | internal (mW)
clock | 2.80 | 1.71 | 4.04
sequential | 0.0367 | 9.55 | 8.52
combinational | 0.441 | 3.15 | 0.219
total | 3.28 | 14.4 | 12.8
==> path summary, 6_finish.rpt <==
path,start,to,depth (start not counted),slack (ps)
hold / removal,mem[0][17],R_data[17],1,540
setup / recovery,Addr[0],R_data[22],8,1610
hold reg to reg,mem[0][17],R_data[17],1,540
setup reg to reg,mem[3][29],R_data[29],5,3580
==> critical path: cells and delay by family <==
kind            cells  cell delay (ps)
compound gates      3              950
buf+inv             2             1210
simple gates        3             1250
Power and IR drop assume default switching activity.
