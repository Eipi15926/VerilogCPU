==> flow/design.v <==
module ALU (a,b,ctrl,out,zero);
	input[width-1:0] a,b;
	input[3-1:0] ctrl;
	output reg[width-1:0] out;
	output reg zero;
	parameter width=32;
	always @(a or b or ctrl) begin
		case(ctrl)
			3'b000: out=a&b;
			3'b001: out=a|b;
			3'b100: out=a+b;
            3'b110: out=a-b;
			3'b011: begin
				if (a<b)
					out=1;
				else
					out=0;
			end
			default: out=~a;
		endcase
		if (out==0)
			zero=1;
		else
			zero=0;
	end
endmodule
==> flow/run.sh <==
#!/bin/bash
# OpenROAD 26Q1-2900-gdf79404cd8, Yosys 0.63+post, stock flow scripts
make -C /OpenROAD-flow-scripts/flow DESIGN_CONFIG=/design/flow/config.mk WORK_HOME=/design/flow/orfs finish
==> flow/config.mk <==
export PLATFORM = sky130hd
export DESIGN_NAME = ALU
export DESIGN_NICKNAME = ALU
export VERILOG_FILES = /design/flow/design.v
export SDC_FILE = /design/flow/constraint.sdc
export NUM_CORES = 4
export LEC_CHECK = 1
export CORE_UTILIZATION = 40
==> flow/constraint.sdc <==
current_design ALU

set clk_period 20.5
set clk_io_pct 0.2

create_clock -name clk0 -period $clk_period

set non_clock_inputs [all_inputs -no_clocks]
set_input_delay [expr $clk_period * $clk_io_pct] -clock clk0 $non_clock_inputs
set_output_delay [expr $clk_period * $clk_io_pct] -clock clk0 [all_outputs]
==> GITHUB_STEP_SUMMARY <==
### Yosys + OpenROAD results

| Metric | Value |
|---|---|
| Top cells by area | ha_1 23%, nor2_1 7.1%, o21ai_0 6.6% |
| Slew margin rel. | 0.489 |
| VDD IR max | 13.5 uV |
| Logic family by area | AND-OR/OR-AND gates |
| Ao+oa area frac | 0.370 |
| Post-route ant nets | 0 |
| Row count | 43 |
| Core Area | 0.0140 sq mm |
| Synth unique cells | 78 |
| Setup CP Type | input port to output pin |
| Antenna violations before repair | 0 |
| Fillers | 1454 |
| Post-Synthesis Cells | 905 |
| Init Core Util | 0.416 |
| Avg Inst Size Synth | 6.45 sq um |
| DRC violations left | 0 |
| Synth Seq Share | 0 |
| Cts hold-fix bufs | 0 |
| Period utilisation layout | 0.649 |
| Hold_ws | 9170 ps |
| Post_cts resized | 0 |
| Largest net degree at the start of global routing | 73 |
| Seq cells | 0 |
| Setup violators final | 0 |
| Commonest Layout Cell | nor2_1 |
| Final Power | 0.196 mW |
| Die Height | 123 microns |
| Full die area | 0.0151 sq mm |
| Fa+ha+maj area frac | 0.238 |
| Most frequent cells in the layout | 110 x nor2_1, 108 x ha_1, 99 x clkdlybuf4s50_1 |
| Yosys Instances | 905 |
| Delay-heaviest family, CP | AND-OR/OR-AND gates |
| # diodes | 0 |
| Routability cong. | 1.02 |
| Buffers on Ports | 100 |
| CP Buf/Inv Count | 3 |
| Worst Hold Class | input port to output pin |
| Wire per inst | 20.8 microns |
| Die X | 123 microns |
| Vias in the first global route | 6213 |
| Crit. End Element | output pin |
| Final Slew Violations | 0 |
| DRT iter0 DRCs | 773 |
| Critical Path, Cell by Cell | clkdlybuf4s50_1, inv_1, ha_1, fa_1, o21bai_1, nand3_1, a211oi_1, nor4_1, o41ai_1, a221oi_1, nor2_1, nor2_1, o21ai_0, a22oi_1, nor4_2, clkdlybuf4s50_1 |
| Post-DP Area | 0.00686 sq mm |
| Global Route Usage Sum | 0.316 |
| WL final | 23700 microns |
| # clk buffers | 0 |
| Vias | 6988 |
| Critical path arrival | 9210 ps |
| Status | finished, final reports clean |
| Slowest stage delay, CP | 720 ps |
| Pleak | 3.05 nW |
| DR vias/cell | 6.12 |
| Crit path max fanout | 5 |
| Xor/xnor share | 0.0345 |
| Synth area leader | ha_1 |
| Area delta synth->final | 17.6% |
| Final Hold Viols | 0 |
| Post-layout instance area | 0.00686 sq mm |
| Slowest CP cell | a211oi_1 |
| Max-cap violation count | 0 |
| First-pass GRT wire length | 35700 microns |
| Pre-CTS setup slack | 7300 ps |
| Worst setup SP type | input port |
| Warnings from Yosys | 1 |
| Final Instance Count excl. Fillers | 1141 |
| Final min period | 13310 ps |
| Setup ws final | 7190 ps |
| Area share, top type | 0.232 |
| Setup TNS | 0 ps |
| Tool warning count | 108 |
| I/O Pins | 100 |
| Layout cells sized above 1 | 0.0354 |
| Register area | 0 sq um |
| # placed instances | 1141 |
| Drt pass-1 iters | 6 |
| Detailed Place HPWL | 18600 microns |
| Multiplexer share | 0.00686 |
| Synthesis area per yosys | 0.00584 sq mm |
| Mapped Area | 0.00584 sq mm |
| Fin util | 0.489 |
| Critical path required time | 16400 ps |
| Worst Max-Slew Pin Slew | 762 ps |
| Power per Cell Area | 28.6 mW/mm^2 |
| RSZ-0062 raised after global routing | no |
| Post-CTS Setup Bufs | 0 |
| Max Fclk | 0.0751 GHz |
| GR Overflow Total | 0 |
| Simple share | 0.241 |
==> cell usage after synthesis, types with 7 or more instances <==
| library cell | count |
|---|---|
| a211oi_1 | 16 |
| a21o_1 | 17 |
| a21oi_1 | 64 |
| a31oi_1 | 11 |
| a32oi_1 | 9 |
| buf_6 | 7 |
| clkbuf_1 | 40 |
| ha_1 | 108 |
| inv_1 | 96 |
| nand2_1 | 73 |
| nand2b_1 | 7 |
| nand3_1 | 20 |
| nand4_1 | 13 |
| nor2_1 | 110 |
| nor2b_1 | 13 |
| nor3_1 | 18 |
| nor4_1 | 7 |
| o211ai_1 | 11 |
| o21ai_0 | 77 |
| o22ai_1 | 14 |
| o31ai_1 | 11 |
| o41ai_1 | 7 |
| or3_1 | 10 |
| xnor2_1 | 18 |
==> kinds of logic after synthesis <==
family          Yosys count
compound gates          319
simple gates            298
buf+inv                 151
fa+ha+maj               110
xor+xnor                 23
mux                       4
==> layer usage <==
layer	share of wire	track usage	up-vias
li1	-	-	3380
met1	0.46	0.473	3204
met2	0.41	0.462	372
met3	0.097	0.0602	32
met4	0.026	0.0762	0
met5	0	0	-
==> final timing paths <==
| check | from | to | depth (start not counted) |
|---|---|---|---|
| worst max-delay path | a[0] | zero | 16 |
| worst min-delay path | ctrl[1] | out[22] | 4 |
==> layout make-up <==
class              instances  area (sq um)  share of cell area
inverters                 97           364              0.0530
repair buffers           110          1070               0.156
multi-input cells        754          5200               0.758
well taps                180           225              0.0328
==> report_power, final <==
| part | internal, mW | switching, mW |
|---|---|---|
| Sequential | 0 | 0 |
| Clock | 0 | 0 |
| Combinational | 0.0818 | 0.115 |
Power figures rest on the tool's default switching activity, not on a simulated workload.
